==> flow/design.v <==
module mac (instruction, multiplier, multiplicand, stall, clk, reset_n, result, protect);
input [15:0] multiplier;
input [15:0] multiplicand; 
input  clk;
input  reset_n;
input  stall;
input  [2:0] instruction;
output [31:0] result;
output [7:0] protect;
reg [2:0] instr_t, instr_stage2;
reg signed [15:0] mulp_temp, mulc_temp;
reg signed [31:0] mult16_temp;
reg signed [15:0] mult8_temp1, mult8_temp2;
reg signed [31:0] result_stage2;
reg signed [7:0] protect_stage2;
assign result = result_stage2;
assign protect = protect_stage2;
always @(posedge clk,negedge reset_n) begin
    if(~reset_n)begin
        mulp_temp <= 16'd0;
        mulc_temp <= 16'd0;
        instr_t <= 3'd0;
    end
    else if(!stall)begin
        mulp_temp <= multiplier;
        mulc_temp <= multiplicand;
        instr_t <= instruction;
    end
end
always @(posedge clk,negedge reset_n)begin
    if(~reset_n)begin
        mult16_temp <= 32'd0;
        mult8_temp1 <= 16'd0;
        mult8_temp2 <= 16'd0;
        instr_stage2 <= 0;
    end
    else if(!stall)begin
        instr_stage2 <= instr_t;
        if(instr_t == 3'b001 || instr_t ==3'b010)begin
            mult16_temp <= mulp_temp * mulc_temp;
        end
        else if(instr_t == 3'b101 || instr_t == 3'b110)begin
            mult8_temp1 <= $signed(mulp_temp[7:0]) * $signed(mulc_temp[7:0]);
            mult8_temp2 <= $signed(mulp_temp[15:8]) * $signed(mulc_temp[15:8]);
        end
    end
end
always @(posedge clk,negedge reset_n)begin
    if(~reset_n)begin
        protect_stage2 <= 8'd0;
        result_stage2 <= 32'd0;
    end
    else if(!stall)begin
        case(instr_stage2)
            3'b000: begin
                protect_stage2 <= 8'd0;
                result_stage2 <= 32'd0;
            end
            3'b001: begin
                {protect_stage2,result_stage2} <= mult16_temp;
            end
            3'b010: begin
                {protect_stage2,result_stage2} <= $signed({protect_stage2,result_stage2}) + mult16_temp;
            end
            3'b011: begin
                if($signed({protect_stage2,result_stage2}) > $signed(40'h007FFFFFFF))begin
                    result_stage2 <= 32'h7FFFFFFF;
                end
                else if($signed({protect_stage2,result_stage2}) < $signed(40'hFF80000000))begin
                    result_stage2 <= 32'h80000000;
                end
            end
            3'b100: begin
                protect_stage2 <= 8'd0;
                result_stage2 <= 32'd0;
            end
            3'b101: begin
                {protect_stage2[3:0],result_stage2[15:0]} <= mult8_temp1;
                {protect_stage2[7:4],result_stage2[31:16]} <= mult8_temp2;
            end
            3'b110: begin
                 {protect_stage2[3:0],result_stage2[15:0]} <= $signed({protect_stage2[3:0],result_stage2[15:0]}) + mult8_temp1;
                 {protect_stage2[7:4],result_stage2[31:16]} <= $signed({protect_stage2[7:4],result_stage2[31:16]}) + mult8_temp2;
            end
            3'b111: begin
                if($signed({protect_stage2[3:0],result_stage2[15:0]}) > $signed(20'h07FFF))begin
                    result_stage2[15:0] <= 16'h7FFF;
                end
                else if($signed({protect_stage2[3:0],result_stage2[15:0]}) < $signed(20'hF8000))begin
                    result_stage2[15:0] <= 16'h8000;
                end
                if($signed({protect_stage2[7:4],result_stage2[31:16]}) > $signed(20'h07FFF))begin
                    result_stage2[31:16] <= 16'h7FFF;
                end
                else if($signed({protect_stage2[7:4],result_stage2[31:16]}) <$signed(20'hF8000))begin
                    result_stage2[31:16] <= 16'h8000;
                end
            end
            default: begin
                protect_stage2 <= 8'd0;
                result_stage2 <= 32'd0;
            end
        endcase
    end
end
endmodule
==> flow/run.sh <==
#!/bin/bash
# OpenROAD 26Q1-2900-gdf79404cd8, Yosys 0.63+post, stock flow scripts
make -C /OpenROAD-flow-scripts/flow DESIGN_CONFIG=/design/flow/config.mk WORK_HOME=/design/flow/orfs finish
==> flow/config.mk <==
export PLATFORM = sky130hd
export DESIGN_NAME = mac
export DESIGN_NICKNAME = mac
export VERILOG_FILES = /design/flow/design.v
export SDC_FILE = /design/flow/constraint.sdc
export NUM_CORES = 4
export LEC_CHECK = 1
export CORE_UTILIZATION = 50
==> flow/constraint.sdc <==
current_design mac

set clk_period 10.0
set clk_io_pct 0.2

create_clock -name clk0 -period $clk_period [get_ports {clk}]

set non_clock_inputs [all_inputs -no_clocks]
set_input_delay [expr $clk_period * $clk_io_pct] -clock clk0 $non_clock_inputs
set_output_delay [expr $clk_period * $clk_io_pct] -clock clk0 [all_outputs]
==> flow_summary.toml <==
# physical design summary
[outcome]
status = "completed"

[clocking]
h-tree-depth = 4
holdBufCountCts = 0
cts.path.max_buffers = 2
clock_tree_from_tritoncts = "built"
worst_skew_pair.late_latency_ns = 0.49
post_cts.resized_instances = 0
cts.sinks = 142
cts-root-buf = "sky130_fd_sc_hd__clkbuf_16"
cts_made_buffers = 17
cts_setup_buffers = 0
clk_transition_reported_paths_ns = 0.07

[global_route]
largest_net_degree_at_the_start_of_global_routing = 108
grt_pass1_wl_um = 94670
grt_use_total_pct = 26.96
global_route.overflow_total = 0
grt_pass1_vias = 17831
antenna_found_initial = 0

[setup_path]
crit_type = "reg2reg"
r2r-start = "mulp_temp[15]"
end_kind = "register"
worst_r2r_path_depth = 21
crit_end = "mult16_temp[31]"
path_max_fanout = 17
regToRegSetupSlack_ns = 2.95
worstPathRequired_ns = 10.35
worstReg2RegEnd = "mult16_temp[31]"
cp_data_arrival_time_ns = 7.40
cp-start-kind = "register"
critPathLaunch = "mulp_temp[15]"

[synth]
synth.avg_cell_area_um2 = 8.960
postSynthCellCount = 2628
post_synth_main_area_contributors = "sky130_fd_sc_hd__fa_1, sky130_fd_sc_hd__dfrtp_1, sky130_fd_sc_hd__ha_1, sky130_fd_sc_hd__inv_1, sky130_fd_sc_hd__and2_1"
yosys.area.top_type = "sky130_fd_sc_hd__fa_1"
synthesis.yosys.warnings = 1
synth.cell_area_um2 = 23550
synth-async-reset-ratio_pct = 100.0
ff_type = "sky130_fd_sc_hd__dfrtp_1"
post-synth-top-area-fraction_pct = 30.01
synth_sequential_area_ratio_pct = 15.09
yosys.stat.chipArea_um2 = 23550
ys_seq_elements = 142
edf_count = 0
synth_cell_type_count = 70
yosys_cells = 2628

[floorplanning]
core_area_um2 = 46460
die-area_um2 = 47970
die_x_um = 219.0
core_util_floorplan_pct = 50.68
boundaryPins = 78
num_rows = 79
floorplan.die.height_um = 219.0

[timing]
finalWorstPathRequiredPeriod_ns = 7.048
finalCritPeriodShare_pct = 70.48
fmaxAchievable_mhz = 141.9
finalHoldViolations = 0
rsz0062_at_grt = "no"
final_setup_vio_count = 0
worst-slew-pin-transition_ns = 0.8161
totalNegativeSetupSlack_ns = 0
max-slew-margin-rel_pct = 45.59
final.hold.worst_slack_ns = 0.5261
worst_slack_ns = 2.952
slew_violations = 0
skew_ns = 0.01224

[place]
detailed_place_hpwl_um = 47960
preCtsSetupSlack_ns = 2.876
io_buffer_count = 77
globalplace.congestion = 0.9449
placedCellCount = 3254
dpl_cell_area_um2 = 24950

[layout]
finalNonFillerCells = 3286
post-route-util_pct = 55.04
final.fill_count = 4189
layout-drive-gt1-share_pct = 4.479
final_design_area_no_fill_um2 = 25570
layout-area-overhead-vs-synth_pct = 8.587

[job]
number_of_violations_of_the_max_capacitance_limit = 0
warnings = 27

[min_path]
worstHoldStart = "mult16_temp[23]"
timing.hold.worst.class = "reg2reg"

[detailed_routing]
route.detailed.vias_per_inst = 5.348
postRouteWirelength_um = 58490
firstDrtPassIters = 7
route.detailed.drc = 0
post_drt_wl_per_cell_um = 17.80
vias = 17573
insertedDiodeCount = 0
drt_iter0_markers = 987
ant_nets = 0
## placed cells by master (no fill, tap or decap), types with 4 or more instances in the layout
cell                              count
sky130_fd_sc_hd__o21ai_1             52
sky130_fd_sc_hd__nand4_1              9
sky130_fd_sc_hd__o22ai_1              7
sky130_fd_sc_hd__inv_1              526
sky130_fd_sc_hd__and3_1              15
sky130_fd_sc_hd__mux2_2              52
sky130_fd_sc_hd__xnor2_1             73
sky130_fd_sc_hd__a21o_1              66
sky130_fd_sc_hd__clkdlybuf4s50_1     75
sky130_fd_sc_hd__nor2_1              94
sky130_fd_sc_hd__a221o_1              6
sky130_fd_sc_hd__dfrtp_1            142
sky130_fd_sc_hd__nand2b_1            25
sky130_fd_sc_hd__nor3_1              28
sky130_fd_sc_hd__nand2_1            248
sky130_fd_sc_hd__o31ai_1             11
sky130_fd_sc_hd__fa_1               353
sky130_fd_sc_hd__o211ai_1            11
sky130_fd_sc_hd__buf_4               21
sky130_fd_sc_hd__clkbuf_16           17
sky130_fd_sc_hd__o21bai_1            17
sky130_fd_sc_hd__and2_1             149
sky130_fd_sc_hd__o21ai_0            118
sky130_fd_sc_hd__a21boi_1             7
sky130_fd_sc_hd__nor4_1               5
sky130_fd_sc_hd__xor2_1              42
sky130_fd_sc_hd__ha_1               215
sky130_fd_sc_hd__nor2b_1             15
sky130_fd_sc_hd__a31oi_1             14
sky130_fd_sc_hd__inv_6                5
sky130_fd_sc_hd__nor3b_1              5
sky130_fd_sc_hd__a211oi_1            12
sky130_fd_sc_hd__o221ai_1             7
sky130_fd_sc_hd__a21oi_1            103
sky130_fd_sc_hd__a221oi_1            19
sky130_fd_sc_hd__o31a_1               4
sky130_fd_sc_hd__nand3_1             22
sky130_fd_sc_hd__a31o_1               4
sky130_fd_sc_hd__o21a_1              10
sky130_fd_sc_hd__mux2i_1              7
## synth_stat cells (15+ instances only)
cell type and n:
sky130_fd_sc_hd__ha_1 215, sky130_fd_sc_hd__nand3_1 22, sky130_fd_sc_hd__clkbuf_1 77, sky130_fd_sc_hd__a21oi_1 103, sky130_fd_sc_hd__xor2_1 42, sky130_fd_sc_hd__and3_1 15, sky130_fd_sc_hd__dfrtp_1 142, sky130_fd_sc_hd__o21ai_1 52
sky130_fd_sc_hd__nor3_1 28, sky130_fd_sc_hd__fa_1 353, sky130_fd_sc_hd__xnor2_1 73, sky130_fd_sc_hd__inv_1 526, sky130_fd_sc_hd__nor2_1 94, sky130_fd_sc_hd__a21o_1 66, sky130_fd_sc_hd__o21ai_0 118, sky130_fd_sc_hd__mux2_2 52
sky130_fd_sc_hd__o21bai_1 17, sky130_fd_sc_hd__nand2b_1 25, sky130_fd_sc_hd__nor2b_1 16, sky130_fd_sc_hd__nand2_1 248, sky130_fd_sc_hd__a221oi_1 19, sky130_fd_sc_hd__and2_1 149
## routing by layer
| metal | wire, um | vias up | global-route usage [%] | part of all wire (%) |
|---|---|---|---|---|
| li1 | - | 8545 | - | - |
| met1 | 27460 | 8501 | 42.96 | 47 |
| met2 | 25940 | 477 | 39.66 | 44 |
| met3 | 4172 | 50 | 7.530 | 7.1 |
| met4 | 927 | 0 | 3.565 | 1.6 |
| met5 | 0 | - | 1.250 | 0 |
## sequential cells by signal, summed over array words and instances, names as in the netlist
name	flops
mult8_temp1	16
result_stage2	32
mult8_temp2	16
instr_t	3
mult16_temp	32
mulp_temp	16
instr_stage2	3
protect_stage2	8
mulc_temp	16
## worst min-delay path by stage
| stage | end | slack [ns] | depth (start not counted) |
|---|---|---|---|
| 6_report | mult16_temp[23] | 0.53 | 2 |
| 5_1_grt | mult8_temp2[9] | 0.56 | 2 |
| 4_1_cts | mult16_temp[23] | 0.54 | 2 |
## kinds of logic (layout without fill, tap and decap cells)
kind of cell,count (synthesis),in the layout,synth area share (%)
flip-flops,142,142,15.09
buffers and inverters,606,657,9.660
multiplexers,59,59,2.784
AND/OR/NAND/NOR,632,632,12.99
XOR/XNOR,116,116,4.373
adder cells (fa/ha/maj),568,568,41.44
AND-OR/OR-AND,505,505,13.66
## critical path: stages, from the launching register on
cell                      delay [ns]
sky130_fd_sc_hd__dfrtp_1        0.69
sky130_fd_sc_hd__nand2_1        0.23
sky130_fd_sc_hd__fa_1           0.59
sky130_fd_sc_hd__inv_1          0.08
sky130_fd_sc_hd__fa_1           0.93
sky130_fd_sc_hd__fa_1           0.52
sky130_fd_sc_hd__fa_1           0.47
sky130_fd_sc_hd__fa_1           0.54
sky130_fd_sc_hd__inv_1          0.05
sky130_fd_sc_hd__fa_1           0.53
sky130_fd_sc_hd__inv_1          0.04
sky130_fd_sc_hd__ha_1           0.37
sky130_fd_sc_hd__a21o_1         0.20
sky130_fd_sc_hd__a21o_1         0.17
sky130_fd_sc_hd__a21o_1         0.17
sky130_fd_sc_hd__a21o_1         0.17
sky130_fd_sc_hd__a221o_1        0.33
sky130_fd_sc_hd__a21o_1         0.20
sky130_fd_sc_hd__a211o_1        0.26
sky130_fd_sc_hd__a21oi_1        0.17
sky130_fd_sc_hd__xnor2_1        0.13
sky130_fd_sc_hd__o21ai_1        0.07
## area by class of cell
type,count,area [um^2],share of cell area (%)
Clock buffer,18,439.2,1.718
Sequential cell,142,3553,13.90
Timing Repair Buffer,99,944.7,3.695
Tap cell,607,759.5,2.970
Inverter,526,1974,7.722
Clock inverter,14,175.2,0.6851
Multi-Input combinational cell,1880,17720,69.31
